$ cat ./design.v
`timescale 1ns / 1ps
module receiver(
    input  wire clk,
    input  wire reset,
    input  wire RxD,
    output wire [7:0] RxData,
    output reg  rx_done        
);
    localparam CLK_FREQ   = 100_000_000;
    localparam BAUD_RATE  = 9600;
    localparam OVERSAMPLE = 4;
    localparam DIV_COUNT  = CLK_FREQ / (BAUD_RATE * OVERSAMPLE);
    localparam MID_SAMPLE = OVERSAMPLE / 2;
    localparam IDLE = 1'b0,
               RX   = 1'b1;
    reg [13:0] clk_cnt;
    reg [1:0]  sample_cnt;
    reg [3:0]  bit_cnt;
    reg [9:0]  shift_reg;
    reg        state, nextstate;
    assign RxData = shift_reg[8:1];   
    always @(posedge clk) begin
        if (reset) begin
            state      <= IDLE;
            clk_cnt    <= 0;
            sample_cnt <= 0;
            bit_cnt    <= 0;
            shift_reg  <= 0;
            rx_done    <= 0;
        end else begin
            rx_done <= 0;  
            state <= nextstate;
            if (clk_cnt == DIV_COUNT-1) begin
                clk_cnt <= 0;
                if (state == RX) begin
                    if (sample_cnt == MID_SAMPLE-1)
                        shift_reg <= {RxD, shift_reg[9:1]};
                    if (sample_cnt == OVERSAMPLE-1) begin
                        sample_cnt <= 0;
                        bit_cnt <= bit_cnt + 1;
                        if (bit_cnt == 9)
                            rx_done <= 1;    
                    end else begin
                        sample_cnt <= sample_cnt + 1;
                    end
                end
            end else begin
                clk_cnt <= clk_cnt + 1;
            end
            if (state == IDLE) begin
                sample_cnt <= 0;
                bit_cnt <= 0;
            end
        end
    end
    always @(*) begin
        nextstate = state;
        case (state)
            IDLE: begin
                if (!RxD)             
                    nextstate = RX;
            end
            RX: begin
                if (bit_cnt == 10)    
                    nextstate = IDLE;
            end
        endcase
    end
endmodule
`timescale 1ns / 1ps
module transmitter(
    input  wire clk,
    input  wire reset,
    input  wire transmit,
    input  wire [7:0] data,
    output reg  TxD,
    output reg  tx_done
);
    localparam BAUD_COUNT = 10416;
    reg [13:0] baud_cnt;
    reg [3:0]  bit_cnt;
    reg [9:0]  shift_reg;
    reg state, nextstate;
    localparam IDLE = 1'b0,
               SEND = 1'b1;
    always @(posedge clk) begin
        if (reset) begin
            state     <= IDLE;
            baud_cnt  <= 0;
            bit_cnt   <= 0;
            shift_reg <= 10'b1111111111;
            TxD       <= 1'b1;
            tx_done   <= 1'b0;
        end else begin
            state   <= nextstate;
            tx_done <= 1'b0;
            case (state)
                IDLE: begin
                    TxD      <= 1'b1;
                    baud_cnt <= 0;
                    bit_cnt  <= 0;
                    if (transmit) begin
                        shift_reg <= {1'b1, data, 1'b0};  
                    end
                end
                SEND: begin
                    if (baud_cnt == BAUD_COUNT-1) begin
                        baud_cnt  <= 0;
                        TxD       <= shift_reg[0];
                        shift_reg <= shift_reg >> 1;
                        bit_cnt   <= bit_cnt + 1;
                        if (bit_cnt == 9) begin
                            tx_done <= 1'b1;
                        end
                    end else begin
                        baud_cnt <= baud_cnt + 1;
                    end
                end
            endcase
        end
    end
    always @(*) begin
        nextstate = state;
        case (state)
            IDLE: begin
                if (transmit)
                    nextstate = SEND;
            end
            SEND: begin
                if (bit_cnt == 10)
                    nextstate = IDLE;
            end
        endcase
    end
endmodule
module Con2x2 #(
    parameter dataSize = 8,
    parameter IMG_WIDTH = 4
)(
    input  wire clk,
    input  wire rst,
    input  wire [dataSize-1:0] pixel_in,
    input  wire [dataSize-1:0] w1, w2, w3, w4,
    input  wire kernel_load_valid,
    output wire window_valid_out,
    output wire [2*dataSize+4:0] result_k1
);  
    reg [dataSize-1:0] w1_r, w2_r, w3_r, w4_r;
    always @(posedge clk or posedge rst) begin
        if (rst) begin
            w1_r <= 0;
            w2_r <= 0;
            w3_r <= 0;
            w4_r <= 0;
        end else if (kernel_load_valid) begin
            w1_r <= w1;
            w2_r <= w2;
            w3_r <= w3;
            w4_r <= w4;
        end
    end
    reg [dataSize-1:0] row0 [0:IMG_WIDTH-1];  
    reg [dataSize-1:0] row1 [0:IMG_WIDTH-1];  
    integer i;
    reg [(IMG_WIDTH+1)-1:0] row0_fill_cnt;
    reg [(IMG_WIDTH+1)-1:0] row1_fill_cnt;
    reg window_valid;
    always @(posedge clk or posedge rst) begin
        if (rst) begin
            row0_fill_cnt <= 0;
            row1_fill_cnt <= 0;
            window_valid  <= 0;
            for (i = 0; i < IMG_WIDTH; i=i+1) begin
                row0[i] <= 0;
                row1[i] <= 0;
            end
        end else begin
            for (i = 0; i < IMG_WIDTH-1; i=i+1)
                row0[i] <= row0[i+1];
            row0[IMG_WIDTH-1] <= pixel_in;
            if (row0_fill_cnt < IMG_WIDTH)
                row0_fill_cnt <= row0_fill_cnt + 1;
            if (row0_fill_cnt == IMG_WIDTH) begin
                for (i = 0; i < IMG_WIDTH-1; i=i+1)
                    row1[i] <= row1[i+1];
                row1[IMG_WIDTH-1] <= row0[0];  
                if (row1_fill_cnt < IMG_WIDTH-1)
                    row1_fill_cnt <= row1_fill_cnt + 1;
            end
            if (!window_valid && row0_fill_cnt == IMG_WIDTH && row1_fill_cnt == IMG_WIDTH-1) begin
                window_valid <= 1;
            end
        end
    end
    assign window_valid_out = window_valid;
    reg [dataSize-1:0] k1_in_top, k1_in_bottom;
    always @(posedge clk or posedge rst) begin
        if (rst) begin
            k1_in_top    <= 0;
            k1_in_bottom <= 0;
        end else if (window_valid) begin
            k1_in_top    <= row1[0];
            k1_in_bottom <= row0[0];
        end
    end
    kernal_2by2 #(dataSize) kernel1 (
        .clk(clk),
        .rst(rst),
        .en(window_valid),        
        .in_row1(k1_in_top),
        .in_row2(k1_in_bottom),
        .w1(w1), .w2(w2), .w3(w3), .w4(w4),
        .result(result_k1)
    );
endmodule
module kernal_2by2 #(parameter dataSize = 8)(
    input clk,
    input rst,
    input en,                      
    input [dataSize-1:0] in_row1, 
    input [dataSize-1:0] in_row2,
    input [dataSize-1:0] w1, w2,
    input [dataSize-1:0] w3, w4,
    output [2* dataSize+4:0] result
);
    wire [dataSize-1:0] pe1_out , pe2_out;
    wire [2*dataSize+1:0] pe1_out_p , pe2_out_p;
    PE pe1 (.clk(clk), 
            .rst(rst), 
            .en(en), 
            .x_in(in_row1), 
            .weight(w1), 
            .p_sum_in({(2*dataSize+2){1'b0}}), 
            .x_out(pe1_out), .p_sum_out(pe1_out_p));
    PE pe2 (.clk(clk), 
            .rst(rst), 
            .en(en), 
            .x_in(pe1_out),   
            .weight(w2), 
            .p_sum_in(pe1_out_p),               
            .x_out(pe2_out), 
            .p_sum_out(pe2_out_p));
    wire [dataSize-1:0] pe3_out , pe4_out;
    wire [2*dataSize+1:0] pe3_out_p , pe4_out_p;
    PE pe3 (.clk(clk), 
    .rst(rst), 
    .en(en), 
    .x_in(in_row2), 
    .weight(w3), 
    .p_sum_in({(2*dataSize+2){1'b0}}),
    .x_out(pe3_out), 
    .p_sum_out(pe3_out_p));
    PE pe4 (.clk(clk), 
    .rst(rst), 
    .en(en), 
    .x_in(pe3_out), 
    .weight(w4),
    .p_sum_in(pe3_out_p),            
    .x_out(pe4_out), 
    .p_sum_out(pe4_out_p));
    assign result = pe2_out_p + pe4_out_p;
endmodule
module PE #(parameter dataSize = 8)(
    input  wire clk,
    input  wire rst,
    input  wire en,                  
    input  wire [dataSize-1:0] x_in,
    input  wire [dataSize-1:0] weight,
    input  wire [2*dataSize+1:0] p_sum_in,
    output reg  [dataSize-1:0] x_out,
    output reg  [2*dataSize+1:0] p_sum_out
);
    reg [dataSize-1:0] x_reg;
    reg [2*dataSize-1:0] mult_reg;
    always @(posedge clk or posedge rst) begin
        if (rst) begin
            x_reg     <= 0;
            mult_reg  <= 0;
            x_out     <= 0;
            p_sum_out <= 0;
        end else if (en) begin
            x_reg <= x_in;
            mult_reg <= x_reg * weight;
            p_sum_out <= p_sum_in + mult_reg;
            x_out <= x_reg;
        end
    end
endmodule
module systolic_datapath #(
    parameter dataSize = 8,
    parameter IMG_WIDTH = 3
)(
    input  wire clk,
    input  wire rst,
    input  wire [dataSize-1:0] pixel_in,
    input  wire [dataSize-1:0] w1, w2, w3, w4,
    output wire window_valid_out,
    input wire kernel_load_valid,
    output wire [2*dataSize+4:0] result_k1,
    output wire [2*dataSize+4:0] result_k2
);
    Con2x2 #(dataSize, IMG_WIDTH) conv_core (
    .clk(clk),
    .rst(rst),
    .pixel_in(pixel_in),
    .w1(w1), .w2(w2), .w3(w3), .w4(w4),
    .kernel_load_valid(kernel_load_valid),
    .window_valid_out(window_valid_out),
    .result_k1(result_k1)
    );
endmodule
module systolic_FSM #(
    parameter IMG_WIDTH   = 3,
    parameter IMG_HEIGHT  = 6,
    parameter KERNEL_SIZE = 2,
    parameter PIPE_LAT    = 4
)(
    input  wire clk,
    input  wire rst,
    input  wire window_valid,    
    output reg  data_out_valid,
    output reg  image_done
);
    localparam VALID_PER_ROW =
        IMG_WIDTH - KERNEL_SIZE + 1;
    localparam TOTAL_OUTPUTS =
        (IMG_WIDTH  - KERNEL_SIZE + 1) *
        (IMG_HEIGHT - KERNEL_SIZE + 1);
    reg [PIPE_LAT-1:0] valid_pipe;
    reg [(VALID_PER_ROW):0] row_cnt;
    reg [15:0] valid_out_cnt;
    always @(posedge clk or posedge rst) begin
        if (rst) begin
            valid_pipe     <= 0;
            row_cnt        <= 0;
            valid_out_cnt  <= 0;
            data_out_valid <= 0;
            image_done     <= 0;
        end else begin
            valid_pipe[0] <= window_valid;
            valid_pipe[PIPE_LAT-1:1] <= valid_pipe[PIPE_LAT-2:0];
            data_out_valid <= 0;
            image_done     <= 0;
            if (valid_pipe[PIPE_LAT-1]) begin
                if (row_cnt < VALID_PER_ROW) begin
                    data_out_valid <= 1;
                    row_cnt <= row_cnt + 1;
                    valid_out_cnt <= valid_out_cnt + 1;
                    if (valid_out_cnt + 1 == TOTAL_OUTPUTS)
                        image_done <= 1;
                end else begin
                    data_out_valid <= 0;
                    row_cnt <= 0;
                end
            end
        end
    end
endmodule
module Systolic_top_module #(
    parameter IMG_WIDTH  = 3,
    parameter IMG_HEIGHT = 3,
    parameter DATA_SIZE  = 8,
    parameter KERNEL_SIZE = 2,
    parameter PIPE_LAT   = 4
)(
    input  wire clk,
    input  wire rst,
    input  wire [DATA_SIZE-1:0] data_in,
    input  wire data_in_valid,
    input wire [DATA_SIZE-1:0] k1, k2, k3, k4,
    input wire kernel_load_valid,
    output wire [2*DATA_SIZE+4:0] data_out,
    output wire data_out_valid,
    output img_done
);
    wire [2*DATA_SIZE+4:0] data_out_2;
    wire window_valid;
    systolic_FSM #(
        .IMG_WIDTH(IMG_WIDTH),
        .IMG_HEIGHT(IMG_HEIGHT),
        .KERNEL_SIZE(KERNEL_SIZE),
        .PIPE_LAT(PIPE_LAT)
    ) fsm_inst (
        .clk(clk),
        .rst(rst),
        .window_valid(window_valid),
        .data_out_valid(data_out_valid),
        .image_done(img_done)
    );
    systolic_datapath #(DATA_SIZE, IMG_WIDTH) datapath_inst (
    .clk(clk),
    .rst(rst),
    .pixel_in(data_in),
    .w1(k1), .w2(k2), .w3(k3), .w4(k4),
    .kernel_load_valid(kernel_load_valid),
    .window_valid_out(window_valid),
    .result_k1(data_out)
    );
endmodule
`timescale 1ns / 1ps
module uart_systolic_top (
    input  wire clk,
    input  wire reset,
    input  wire RxD,
    output wire TxD
);
    wire [7:0] rx_data;
    wire       rx_done;
    receiver rx_inst (
        .clk(clk),
        .reset(reset),
        .RxD(RxD),
        .RxData(rx_data),
        .rx_done(rx_done)
    );
    reg [7:0] temp;
    always @(posedge clk) 
        temp<= rx_data;
    wire [20:0] systolic_out;
    wire        systolic_valid;
    Systolic_top_module dut (
        .clk(clk),
        .rst(reset),
        .data_in(temp),
        .data_in_valid(rx_done),
        .data_out(systolic_out),
        .data_out_valid(systolic_valid)
    );
    reg  [7:0] tx_data;
    reg        tx_start;
    wire       tx_done;
    transmitter tx_inst (
        .clk(clk),
        .reset(reset),
        .transmit(tx_start),
        .data(tx_data),
        .TxD(TxD),
        .tx_done(tx_done)
    );
    reg systolic_valid_d;
    always @(posedge clk or posedge reset) begin
        if (reset) begin
            tx_start <= 0;
            tx_data  <= 0;
            systolic_valid_d <= 0;
        end else begin
            systolic_valid_d <= systolic_valid;
            tx_start <= 0;
            if (systolic_valid && !systolic_valid_d) begin
                tx_data  <= systolic_out[7:0];  
                tx_start <= 1'b1;
            end
        end
    end
endmodule
$ cat ./run.sh
#!/bin/bash
# OpenROAD 26Q1-2900-gdf79404cd8, Yosys 0.63+post, stock flow scripts
make -C /OpenROAD-flow-scripts/flow DESIGN_CONFIG=/design/flow/config.mk WORK_HOME=/design/flow/orfs finish
$ cat ./config.mk
export PLATFORM = sky130hd
export DESIGN_NAME = uart_systolic_top
export DESIGN_NICKNAME = uart_systolic_top
export VERILOG_FILES = /design/flow/design.v
export SDC_FILE = /design/flow/constraint.sdc
export NUM_CORES = 4
export LEC_CHECK = 1
export CORE_UTILIZATION = 30
$ cat ./constraint.sdc
current_design uart_systolic_top

set clk_period 2.0
set clk_io_pct 0.2

create_clock -name clk0 -period $clk_period [get_ports {clk}]

set non_clock_inputs [all_inputs -no_clocks]
set_input_delay [expr $clk_period * $clk_io_pct] -clock clk0 $non_clock_inputs
set_output_delay [expr $clk_period * $clk_io_pct] -clock clk0 [all_outputs]
==> results_tabular.tex <==
% Implementation results table
\begin{tabular}{lr}
\hline
Metric & Value \\
\hline
\multicolumn{2}{l}{\textbf{Clock network}} \\
Number of buffers inserted for hold repair after clock tree synthesis & 0 \\
Buffers from clock root to sink, at most & 2 \\
H-tree depth reported by CTS & 2 \\
Cells resized by post-CTS repair & 0 \\
TritonCTS clock tree & done \\
CTS buffer count & 5 \\
Post-CTS Repair Setup Buffers & 0 \\
Clock-pin transition on the worst setup and hold timing paths & 0.09 ns \\
Number of clock sinks seen by CTS & 49 \\
Clock latency of the later-clocked register in the worst-skew pair & 0.30 ns \\
Master cell of the clock root buffer & clkbuf\_8 \\
\multicolumn{2}{l}{\textbf{Die}} \\
Area of the die & just under 0.007 mm2 \\
Die width & 82.95 um \\
Floorplan utilization & about 31\% \\
Die outline height & 82.95 um \\
Core ar. & between 0.006 and 0.007 mm2 \\
\# rows & 29 \\
I/O pin count & 4 \\
\multicolumn{2}{l}{\textbf{Global routing}} \\
Pin count of the biggest net entering global routing & 21 \\
Antenna violations before repair & 0 \\
Total global routing overflow & 0 \\
Global-route wire length before repair & between 5000 and 6000 um \\
Overall routing resource usage & 9.498\% \\
Vias in the first global route & 1,241 \\
\multicolumn{2}{l}{\textbf{Yosys}} \\
Area leader, netlist & dfxtp\_1 \\
Largest type area fraction & 30.55\% \\
Yosys cell count & 190 \\
Cell count after synthesis & 190 \\
Unique cell type count in the Yosys netlist & 35 \\
Synthesized area & around 0.0020 mm2 \\
Top cells by area & dfxtp\_1 31\%, dfrtp\_1 24\%, nor2\_1 5.5\% \\
Share of the yosys chip area belonging to registers & between 50\% and 60\% \\
Async set or reset register ratio after synthesis & 38.78\% \\
Number of register bits inferred by synthesis & 49 \\
Average footprint of a synthesized cell & between 10 and 15 um2 \\
Chip area line of the yosys report & slightly below 0.002 mm2 \\
Number of synthesized flops with an enable pin & 0 \\
Warnings from Yosys & around 40 \\
Predominant post-synthesis flop cell & dfxtp\_1 \\
\multicolumn{2}{l}{\textbf{Power and ir drop}} \\
Pwr/cell area & 729.9 mW/mm2 \\
Worst ir drop on vdd & 0.0004432 V \\
Power after layout & 1.617 mW \\
Pleak & 0.8930 nW \\
\multicolumn{2}{l}{\textbf{STA}} \\
Final Max-Slew Violation Tally & 0 \\
Total Neg Setup Slack & 0 ns \\
Rel. slew slack & 73.83\% \\
Unrepaired setup endpoints after global routing & no \\
Final Skew & around 0.013 ns \\
Final hold violation count & 0 \\
Number of failing setup endpoints in the final timing report & 0 \\
Slew at the pin with the worst max-slew slack & approximately 0.39 ns \\
Period Utilization, post-route & a little over nine tenths \\
Minimum clock period & 1.914 ns \\
Highest Clock Rate & 522.6 MHz \\
\multicolumn{2}{l}{\textbf{Cells and area}} \\
Most used logic cell in the final layout & dfxtp\_1 \\
Signed area change from the synthesized netlist to the final layout & 12.73\% \\
Commonest non-fill, non-tap cells in the layout & 30 x dfxtp\_1, 29 x nor2\_1, 19 x dfrtp\_1 \\
Largest register FFs & 14 \\
Share of cells above drive strength 1 & 10.45\% \\
\multicolumn{2}{l}{\textbf{Route}} \\
Routed via count divided by cell count & 4.514 \\
Pre-antenna DRT Iters & 4 \\
Via count & 1,255 \\
Post-detailed-route count of antenna-violating nets & 0 \\
Total Wirelength & 2916 um \\
Routed wire length per instance & 10.49 um \\
DRC Markers & 0 \\
Antenna diode count & 0 \\
Violation count after the first detailed-routing iteration & 62 \\
\multicolumn{2}{l}{\textbf{Run}} \\
Count of max-cap constraint violations & 0 \\
OpenROAD warnings & 28 \\
\multicolumn{2}{l}{\textbf{Outcome}} \\
Run status & complete, no violations \\
\multicolumn{2}{l}{\textbf{Setup path}} \\
Critical Path Source Type & flip-flop \\
Worst endpoint required time & approximately 2.2 ns \\
Critical path's top delay family & simple AND/OR/NAND/NOR gates \\
Maximum cell stage delay along the critical path & 0.59 ns \\
Peak fanout along the critical path & 4 \\
Arrival time reported for the critical path endpoint & 2.15 ns \\
Critical-path cell list & or4b\_4 > or4\_4 > or3\_1 > a21oi\_1 \\
Critical Path Slowest Stage Cell & or4b\_4 \\
Type of element capturing the critical path & flip-flop \\
Buffers \& Inverters on Critical Path & 0 \\
Worst Path Class, Setup & reg2reg \\
\multicolumn{2}{l}{\textbf{Place}} \\
Number of port buffers & 2 \\
HPWL after DPL & 2004 um \\
Final weighted congestion of routability-driven global placement & 0.7674 \\
\multicolumn{2}{l}{\textbf{Worst hold path}} \\
Path type of the worst min-delay path & reg2reg \\
\hline
\end{tabular}
cells by family (layout without fill, tap and decap cells):
kind of cell    Yosys count  in the layout  share of synthesized area [%]
simple gates             79             79                          21.51
flops                    49             49                          54.74
compound gates           21             21                          7.575
xor+xnor                 16             16                          7.130
buf+inv                  15             26                          2.992
fa+ha+maj                 7              7                          4.456
mux                       3              3                          1.591
cell usage after synthesis (all sizes together) (4+ instances only):
| library cell | number |
|---|---|
| o21ai | 6 |
| nand2 | 15 |
| xnor2 | 8 |
| dfrtp | 19 |
| a211o | 9 |
| dfxtp | 30 |
| inv | 8 |
| and3 | 4 |
| nor2 | 29 |
| nand3 | 8 |
| nor2b | 4 |
| ha | 7 |
| xor2 | 8 |
| clkbuf | 5 |
worst paths after layout:
check / startpoint / endpoint / slack, ns / depth (start not counted)
worst max register to register: tx_inst.baud_cnt[6]$_SDFF_PP0_ / tx_inst.bit_cnt[2]$_SDFFE_PP0P_ / 0.09 / 4
worst min-delay path: dut.fsm_inst.valid_pipe[0]$_DFF_PP0_ / dut.fsm_inst.valid_pipe[1]$_DFF_PP0_ / 0.35 / 0
worst max-delay path: tx_inst.baud_cnt[6]$_SDFF_PP0_ / tx_inst.bit_cnt[2]$_SDFFE_PP0P_ / 0.09 / 4
max in group asynchronous: reset / dut.datapath_inst.conv_core.row0_fill_cnt[2]$_DFFE_PP0N_ / 1.12 / 4
worst min register to register: dut.fsm_inst.valid_pipe[0]$_DFF_PP0_ / dut.fsm_inst.valid_pipe[1]$_DFF_PP0_ / 0.35 / 0
min in group asynchronous: reset / tx_start$_DFF_PP0_ / 0.67 / 4
power by group:
part | leakage, nW | switching [mW] | internal (mW) | total (mW)
Clock | 0.0445 | 0.330 | 0.248 | 0.578
Sequential | 0.449 | 0.00546 | 0.991 | 0.996
Combinational | 0.400 | 0.0245 | 0.0188 | 0.0434
final cells by class:
cell class,instances,area (um2)
Multi-Input combinational cell,126,830.8
Inverter,8,30.03
Fill cell,602,4134
Clock buffer,5,68.82
Sequential cell,49,1076
Tap cell,77,96.34
Timing Repair Buffer,10,92.59
Clock inverter,3,21.27
through the flow:
| step | hold slack, ns | setup WS (ns) | utilization (%) | cells | instance area (um2) |
|---|---|---|---|---|---|
| finish | 0.3534 | 0.08647 | 34.90 | 278 | 2216 |
| global route | 0.3646 | 0.02416 | 34.90 | 278 | 2216 |
| CTS | 0.3567 | 0.08064 | 34.90 | 278 | 2216 |
| detailed placement | 0.3365 | 0.1059 | 33.48 | 270 | 2126 |
| global placement | 0.3330 | 0.1290 | 33.48 | 270 | 2126 |
| floorplan | 0.3312 | 0.1505 | - | 190 | 1966 |
per-layer routing:
| layer | GRT usage, % | vias to the layer above | wire length [um] |
|---|---|---|---|
| li1 | - | 664 | - |
| met1 | 13.97 | 576 | 1513 |
| met2 | 15.28 | 11 | 1286 |
| met3 | 2.018 | 4 | 78 |
| met4 | 1.254 | 0 | 38 |
| met5 | 0 | - | 0 |
Power and IR drop assume default switching activity.
